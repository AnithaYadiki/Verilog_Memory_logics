<file path="design/flow/run.sh">
#!/bin/bash
# OpenROAD 26Q1-2900-gdf79404cd8, Yosys 0.63+post, stock flow scripts
make -C /OpenROAD-flow-scripts/flow DESIGN_CONFIG=/design/flow/config.mk WORK_HOME=/design/flow/orfs finish
</file>
<file path="design/flow/config.mk">
export PLATFORM = sky130hd
export DESIGN_NAME = fifo
export DESIGN_NICKNAME = fifo
export VERILOG_FILES = /design/flow/design.v
export SDC_FILE = /design/flow/constraint.sdc
export NUM_CORES = 4
export LEC_CHECK = 1
export CORE_UTILIZATION = 30
</file>
<file path="design/flow/constraint.sdc">
current_design fifo

set clk_period 5.3
set clk_io_pct 0.2

create_clock -name clk0 -period $clk_period [get_ports {clk}]

set non_clock_inputs [all_inputs -no_clocks]
set_input_delay [expr $clk_period * $clk_io_pct] -clock clk0 $non_clock_inputs
set_output_delay [expr $clk_period * $clk_io_pct] -clock clk0 [all_outputs]
</file>
<file path="design/flow/design.v">
module fifo(clk,rst,write_en,read_en,data_in,data_out,empty,full);
    parameter width = 8;
    parameter depth = 16;
    input clk,rst,write_en,read_en;
    input [width-1:0]data_in;
    output empty,full;
    output reg [width-1:0]data_out;
    reg [width-1:0] mem [depth-1:0];
    reg [4:0] wr_ptr,rd_ptr;
      assign empty = (wr_ptr == rd_ptr)?1'b1:1'b0;
      assign full = ((wr_ptr[4] != rd_ptr[4])&&(wr_ptr[3:0] == rd_ptr[3:0]))?1'b1:1'b0;
	  integer i;
	    always@(posedge clk)
		    begin
			    if(rst)
				    begin
					    wr_ptr<=5'b0;
						    for(i=0;i<depth;i=i+1)
							    begin
								    mem[i]<=8'b0;
								end
					end
					else if(write_en && !full)
							    begin
								    mem[wr_ptr[3:0]]<=data_in;
									wr_ptr<=wr_ptr+1'b1;
								end
						        else 
								    mem[wr_ptr[3:0]]<=mem[wr_ptr[3:0]];
			end
			always@(posedge clk)
			    begin
				    if(rst)
					    begin
						    data_out<=8'b0;
							rd_ptr<=8'b0;
						end
						else if(read_en && !empty)
						    begin
							    data_out<=mem[rd_ptr[3:0]];
								rd_ptr<=rd_ptr+1'b1;
							end
							else
							    data_out<=data_out;
				end
endmodule
</file>
==> results_dict.tcl <==
# place-and-route summary
set metrics [dict create \
    grt_pass1_vias 4187 \
    p_clk_share_pct 41.7 \
    track_usage_pct 15.7 \
    hold_start "data_out[2]" \
    max-vdd-ir-drop_v 0.000315 \
    synth.distinct_cells 37 \
    die_h_um 150 \
    vias_per_cell 4.94 \
    tool_warnings 28 \
    gp_congestion 0.921 \
    area_leaders "edfxtp_1 (58%), mux4_2 (11%), nor2_1 (7.5%)" \
    gr-total-overflow 0 \
    antenna_found_initial 0 \
    drc_errors 0 \
    crit_fanout 36 \
    wl_per_cell_um 19.4 \
    cts_tree "done" \
    synth_top_area_share_pct 58.4 \
    yosys_warnings 1 \
    num-fill-cells 1943 \
    edf_count 128 \
    largest_area_cell "edfxtp_1" \
    min_path_cells 2 \
    seq_area_um2 4210 \
    leakage_nw 2.57 \
    hold_viol_final 0 \
    cts_buffers 17 \
    fin_tns_setup_ns 0 \
    cts_resized 0 \
    die_w_um 150 \
    cts.sinks 146 \
    fp.coreArea_um2 21300 \
    critPathCaptureType "register" \
    drive_gt1_share_pct 16.4 \
    finalCritPeriodShare_pct 65.6 \
    n_antenna_cell 0 \
    clock_path_buffers 2 \
    r2r-end "mem[5][5]" \
    grt_max_degree 37 \
    outcome "complete, no violations" \
    cp-start-kind "input port" \
    comb_area_um2 2160 \
    floorplanUtilization_pct 30.9 \
    ys_cells 492 \
    intPower_mw 2.25 \
    most_common_cell "nor2_1" \
    setup_violations 0 \
    htree_levels 4 \
    flop_cell "edfxtp_1" \
    wl_um 15600 \
    syn-cell-area_um2 6580 \
    rsz0062_at_grt "false" \
    clk_pin_slew_worst_paths_ns 0.05 \
    maxCapViolCount 0 \
    rr_startpoint "rd_ptr[0]" \
    max_slew_margin_pct 40.7 \
    cts-root-buf "clkbuf_16" \
    synthToLayoutAreaGrowth_pct 16.5 \
    min_period_ns 3.47 \
    power.density_nw_per_um2 379 \
    seqPwrFrac_pct 45.6 \
    postCtsSetupBuffers 0 \
    critical_path_required_ns 5.43 \
    p_sw_share_pct 22.5 \
    route.vias.total 3976 \
    ant_nets 0 \
    ctsHoldBuffers 0 \
    clock_skew_ns 0.00490 \
    r2r_slack_ns 2.65 \
    arrival_ns 3.60 \
    io_pins 22 \
    die-area_um2 22500 \
    synth_cells 492 \
    comb_power_share_pct 12.6 \
    tightestPinTransition_ns 0.889 \
    worstSetupPathType "in -> reg" \
    ys_area_um2 6580 \
    ys_ff 146 \
    grt_pass1_wl_um 24400 \
    hold_end "data_out[2]" \
    firstDrtPassIters 4 \
    drt_iter0_markers 276 \
    dp_hpwl_um 11100 \
    numPortBuffers 21 \
    clock_latency_ns 0.42 \
    fin_util_pct 36.0 \
    reg2regPathDepth 7 \
    syn_area_per_cell_um2 13.4 \
    hold_path.class "reg -> reg" \
    synthTopCellsByCount "nor2_1 (132), edfxtp_1 (128), nand2_1 (43)" \
    async_flop_share_pct 0 \
    synth_seq_share_pct 63.9 \
    slew_violations 0 \
    fmax_mhz 288 \
    rows 53 \
    p_sw_mw 0.653 \
]
power by group through the flow:
stage	clock network (mW)	logic, mW	registers (mW)
after CTS	1.22	0.370	1.33
after global routing	1.27	0.402	1.33
final	1.21	0.367	1.33
cell usage in the layout (no fill, tap or decap), types with 5 or more instances in the layout:
cell,netlist,final
a21o_1,8,8
a21oi_1,9,9
a22oi_1,16,16
and2_1,10,10
buf_4,15,18
clkbuf_16,0,17
clkdlybuf4s50_1,0,21
dfxtp_1,18,17
edfxtp_1,128,128
ha_1,5,5
mux4_2,32,32
nand2_1,43,43
nor2_1,132,132
o21ai_0,13,13
xor2_1,6,6
worst max-delay path: stages:
cell and delay [ns]:
clkdlybuf4s50_1 0.72, inv_1 0.70, o211a_4 0.35, nand2_4 0.26, o31ai_1 0.29, buf_4 0.21
metal layers:
layer	track usage (%)	vias up	part of all wire (%)	wire length, µm
met5	0	-	0	0
met4	2.12	0	1.7	269
met3	8.59	23	12	1910
met2	24.4	202	48	7440
met1	20.7	1914	38	5960
li1	-	1837	-	-
worst max path at each step:
| stage | startpoint | slack (ns) | to |
|---|---|---|---|
| final | rst | 1.83 | mem[1][6] |
| after global routing | rd_ptr[0] | 1.64 | full |
| after CTS | rd_ptr[0] | 1.81 | empty |
sequential cells by signal, indices dropped and copies added, names as in the netlist:
name / flops
wr_ptr: 5
data_out: 8
mem: 128
rd_ptr: 5
layout make-up:
type	count	share of cell area [%]
Clock inverter	13	2.17
Multi-Input combinational cell	310	28.2
Clock buffer	19	5.64
Inverter	3	0.147
Sequential cell	146	54.8
Tap cell	275	4.49
Timing Repair Buffer	39	4.50
kinds of logic (layout without fill, tap and decap cells):
logic type | after synthesis | count (layout) | synth area share (%)
flip-flops | 146 | 146 | 63.9
buffers and inverters | 36 | 74 | 3.23
adder cells (fa/ha/maj) | 5 | 5 | 0.951
multiplexers | 34 | 34 | 11.3
XOR/XNOR | 12 | 12 | 1.83
AND/OR/NAND/NOR | 201 | 201 | 12.9
AND-OR/OR-AND | 58 | 58 | 5.97
through the flow:
step	setup slack, ns	hold WS [ns]	instances	power (mW)	area, µm²
2_1_floorplan	2.48	0.422	492	1.61	6580
3_3_place_gp	1.43	0.452	773	1.71	7070
3_5_place_dp	1.38	0.451	773	1.71	7070
4_1_cts	1.81	0.459	805	2.92	7670
5_1_grt	1.64	0.479	805	3.00	7670
6_report	1.83	0.457	805	2.90	7670
Power figures rest on the tool's default switching activity, not on a simulated workload.
