==> ./design.v <==
module ram_dual_port(clk,rst,waddr,raddr,we,re,data_in,data_out);
  input clk,rst,we,re;
  input [3:0] waddr,raddr;
  input [7:0] data_in;
  output  reg [7:0] data_out;
  integer i;
  reg [7:0] mem [15:0];
  always@(posedge clk)
     begin
	  if(rst)
	    begin
		  for(i=0;i<16;i=i+1)
		    mem[i]<=8'b0;
		end
	  else
	    begin
		  if(we)
		    mem[waddr]<=data_in;
		  else
		    mem[waddr]<=mem[waddr];
		  if(re)
		   data_out<=mem[raddr];
		  else
		    data_out<=data_out;
	    end 
	  end
endmodule
==> ./run.sh <==
#!/bin/bash
# OpenROAD 26Q1-2900-gdf79404cd8, Yosys 0.63+post, stock flow scripts
make -C /OpenROAD-flow-scripts/flow DESIGN_CONFIG=/design/flow/config.mk WORK_HOME=/design/flow/orfs finish
==> ./config.mk <==
export PLATFORM = sky130hd
export DESIGN_NAME = ram_dual_port
export DESIGN_NICKNAME = ram_dual_port
export VERILOG_FILES = /design/flow/design.v
export SDC_FILE = /design/flow/constraint.sdc
export NUM_CORES = 4
export LEC_CHECK = 1
export CORE_UTILIZATION = 50
==> ./constraint.sdc <==
current_design ram_dual_port

set clk_period 4.9
set clk_io_pct 0.2

create_clock -name clk0 -period $clk_period [get_ports {clk}]

set non_clock_inputs [all_inputs -no_clocks]
set_input_delay [expr $clk_period * $clk_io_pct] -clock clk0 $non_clock_inputs
set_output_delay [expr $clk_period * $clk_io_pct] -clock clk0 [all_outputs]
==> results.txt <==
impl run done, here's what came out: dominant kind of combinational cell simple AND/OR/NAND/NOR gates, largest net degree at the start of global routing 33, DRC 0, post-cts sizing count 0, cts hold-fix bufs 0, Comb pwr share 0.065, RSZ-0062 raised after global routing no, RR Startpoint mem[6][6], drt initial violations 162, grt ovf 0, Synth Instances 384, sequential fraction of design power 0.480, Logic area 1940 µm², antenna violations before repair 0, Top cells excl fill/tap edfxtp_1, and2_1, mux4_2, clkdlybuf4s50_1, clkbuf_16, CP required 4.99 ns, HP Class reg2reg, hold_ws 0.768 ns, Slew @ Worst Pin 0.833 ns, maximum root-to-sink buffer count 2, Synth mux share 0.118, WL final 13400 µm, crit path cell chain clkdlybuf4s50_1, nand4bb_1, nor3_1, or2_2, crit-path max FO 21, Placed Area 6490 µm², final worst-path cycle share 0.642, core area 12000 µm², sw power 0.000583 W, yosys stat area 6110 µm², Via Count 3221, wire per inst 23.4 µm, Startpoint Class input pin, yosys stat cell total 384, Period minus WS final 3.15 ns, max_cap viols 0, FILL cells 875, Post-Synth Adder-Cell Area 0, Total GRT Usage 0.258, P_leak 2.46 nW, setup TNS 0 ns, outcome completed, layout cell share with drive strength beyond 1 0.195, Inserted Diodes 0, first-pass GRT wire length 20900 µm, post-synthesis simple-gate area fraction 0.180, Fin. Hold Viols 0, TritonCTS Buffers 17, Ports 28, number of global-route vias before repair 3557, cell area after layout 7090 µm², # rows 40, post-synthesis average cell area 15.9 µm², clk sinks 136, synth warn 1, Area Overhead vs Synth 16.1%, Syn Std Cell Area 6110 µm², CTS tree yes, Final setup viols 0, Final GP Congestion 0.829, final setup margin 1.75 ns, worst vdd rail ir drop 0.000210 V, synthesis-stage register bit count 136, I/O Buffers 27, Internal Power 0.00227 W, max incr delay on CP 0.85 ns, Seq. cell area 4080 µm², Late-Pin Clk Latency 0.40 ns, kind of critical path in2reg, DIE WIDTH 113 µm, H-tree Lvls 4, Max Fclk 318 MHz, Seq share, synth 0.669, vias per cell 5.63, count of tool warnings 25, PD cells 403 nW/µm², R2R Setup Slk 3.34 ns, critical hold path startpoint mem[8][4], Layout Skew 0.00551 ns, Die Ht 113 µm, distinct lib cells 19, pre-CTS setup slack 1.36 ns, final tally of max-slew violations 0, Sw Share 0.204, critical path's top delay family simple AND/OR/NAND/NOR gates, Top cell excl fill/tap edfxtp_1, aoi/oai-family share of the synthesized area 0.0197, die area 12700 µm², clock-pin transition on the worst setup and hold timing paths 0.06 ns, origin of the worst setup path rst, Post-CTS Setup Bufs 0, Slew headroom 0.443, ANT nets after route 0, WP data arrival 3.24 ns, clock share of power 0.455, WP buf/inv 1, DP Wirelength 9130 µm, XOR/XNOR Area Share 0, CTS root buffer clkbuf_16, first-pass detailed-route iteration total 4, Crit-path slowest cell clkdlybuf4s50_1, Worst Setup End Kind flop, fp util 0.511
final timing paths:
check	endpoint	cells after the start
setup / recovery	mem[4][6]	4
hold / removal	data_out[4]	3
setup reg to reg	data_out[6]	3
hold reg to reg	data_out[4]	3
logic make-up (layout without fill, tap and decap cells):
family | count (synthesis) | count (layout)
flops | 136 | 136
mux | 32 | 32
compound gates | 16 | 16
buf+inv | 20 | 61
simple gates | 180 | 180
cells in the mapped netlist:
library cell,count,area share
edfxtp_1,136,0.67
and2_1,129,0.13
mux4_2,32,0.12
a22oi_1,16,0.020
or2_2,16,0.016
clkbuf_1,13,0.0080
nor2_1,10,0.0061
nand2_1,9,0.0055
buf_1,3,0.0018
nor2_2,3,0.0031
nor2b_1,3,0.0031
nor3_1,3,0.0025
buf_2,2,0.0016
buf_4,2,0.0025
nand2b_1,2,0.0020
nand4bb_1,2,0.0037
nand4b_1,1,0.0014
nor3_2,1,0.0016
or4b_4,1,0.0023
routing by layer:
| layer | track usage | vias to the layer above | part of all wire | routed length (µm) |
|---|---|---|---|---|
| met5 | 0 | - | 0 | 0 |
| met4 | 0.0196 | 0 | 0.011 | 150 |
| met3 | 0.137 | 13 | 0.11 | 1510 |
| met2 | 0.363 | 141 | 0.47 | 6230 |
| met1 | 0.432 | 1584 | 0.41 | 5510 |
| li1 | - | 1483 | - | - |
power groups by stage:
stage | Combinational, W | Sequential, W | Clock, W
6_report | 0.000185 | 0.00137 | 0.00130
5_1_grt | 0.000201 | 0.00138 | 0.00138
4_1_cts | 0.000187 | 0.00137 | 0.00132
sequential cells by signal (all words and copies together) (netlist names):
name,cells
data_out,8
mem,128
tightest hold or removal path, delay by kind of cell, from the launching register on:
family,cells,cell delay [ns]
and+or+nand+nor,1,0.06
AOI/OAI and AO/OA,1,0.08
DFF,1,0.31
muxes,1,0.22
layout make-up:
type,instances,share of cell area
Timing Repair Buffer,29,0.0395
Clock buffer,17,0.0600
Tap cell,147,0.0259
Sequential cell,136,0.576
Clock inverter,15,0.0256
Multi-Input combinational cell,228,0.273
through the flow:
stage	std cells	utilization	power, W
3_5_place_dp	540	0.542	0.00158
6_report	572	0.593	0.00286
5_1_grt	572	0.593	0.00296
2_1_floorplan	384	-	0.00149
3_3_place_gp	540	0.542	0.00158
4_1_cts	572	0.593	0.00288
No activity file was given, so power comes from the tool's default toggle rates.
