===== design/flow/run.sh =====
#!/bin/bash
# OpenROAD 26Q1-2900-gdf79404cd8, Yosys 0.63+post, stock flow scripts
make -C /OpenROAD-flow-scripts/flow DESIGN_CONFIG=/design/flow/config.mk WORK_HOME=/design/flow/orfs finish

===== design/flow/config.mk =====
export PLATFORM = sky130hd
export DESIGN_NAME = a_dual_port_ram
export DESIGN_NICKNAME = a_dual_port_ram
export VERILOG_FILES = /design/flow/design.v
export SDC_FILE = /design/flow/constraint.sdc
export NUM_CORES = 4
export LEC_CHECK = 1
export CORE_UTILIZATION = 30

===== design/flow/constraint.sdc =====
current_design a_dual_port_ram

set clk_period 2.4
set clk_io_pct 0.2

create_clock -name clk0 -period $clk_period [get_ports {rd_clk}]
create_clock -name clk1 -period $clk_period [get_ports {wr_clk}]

set non_clock_inputs [all_inputs -no_clocks]
set_input_delay [expr $clk_period * $clk_io_pct] -clock clk0 $non_clock_inputs
set_output_delay [expr $clk_period * $clk_io_pct] -clock clk0 [all_outputs]

===== design/flow/design.v =====
module a_dual_port_ram (
    input wr_clk, rd_clk,            
    input [2:0] wr_addr, rd_addr,    
    input [15:0] wr_data,            
    input wr_en,                     
    output reg [15:0] rd_data        
);
    reg [15:0] mem [7:0];  
    always @(posedge wr_clk) begin
        if (wr_en)
            mem[wr_addr] <= wr_data;
    end
    always @(posedge rd_clk) begin
        rd_data <= mem[rd_addr];
    end
endmodule

==> Changelog: implementation <==
### Metrics

- Cell area after synthesis: 5290 um2
- Antenna cells: 0
- Post-synthesis cell type with the largest combined area: edfxtp_1
- Length in cells of the worst reg-to-reg path: 2
- Worst min path class: input pin to register
- Final wirelength: 9270 um
- Count of mapped cells out of synthesis: approximately 210
- Worst r2r src: mem[6][10]
- Remaining max-slew budget at the tightest pin: 0.783
- CTS tree: done
- Timing startpoint of the critical path: rd_addr[2]
- I/O pin count: 41
- Clock sink count: roughly 140
- Remaining routing DRC violations: 0
- Global-route wire length before repair: about 14,000 um
- Gr usage total: 0.116
- Routed WL per cell: 18.0 um
- Initial antenna violation count: 0
- Endpoint arrival time on the critical path: 1840 ps
- Drt first pass iters: 4
- Total instance count after detailed placement: 480
- Worst R2R End: rd_data[10]
- Number of standard cells in the final layout excluding fillers: roughly 520
- Yosys synthesis chip area: 5290 um2
- OpenROAD warnings: 26
- Element type at the critical path end: register
- Chip footprint: 18,200 um2
- Run status: complete, no violations
- Vias: 2,303
- Worst setup slack for register-to-register paths: about 1000 ps
- Via-to-Cell Ratio: 4.47
- Core Density at Floorplan: 0.307
- I/O Buffers: 39
- Power per unit of standard cell area: 899 nW/um2
- Number of global-route vias before repair: 2,546
- Finished Cell Area: 6700 um2
- Area delta synth->final: 26.6%
- Number of max-capacitance violations reported: 0
- Layout cell share with drive strength beyond 1: 0.228
- Placed inst area: 6030 um2
- Library cells used by synthesis: 12
- Final number of max-transition violations: 0
- Setup violations, final: 0
- Resize count post-CTS: 0
- Synth Seq Share: 0.787
- Post-detailed-route count of antenna-violating nets: 0
- Worst voltage drop across the vdd grid: 0.000509 V
- Most used standard cell by instance count after synthesis: edfxtp_1
- CORE AREA: 17,200 um2
- Yosys stat cell total: 214
- Die extent in y: 135 um
- Total grt overflow: 0
- Asr flop ratio synth: 0
- Final weighted congestion in routability-driven placement: 0.691
- Largest net degree at the start of global routing: 33
- Hold bufs inserted after CTS: 0
- Number of cell rows: 48
- Overall die width: 135 um
- Cell area leaders: edfxtp_1, mux4_1, dfxtp_1
- Critical Path Start Type: input pin
- RSZ-0062 raised after global routing: false
- Max-area cell share: 0.726
- Synth flops: ~140
- Largest fanout on the critical path: 32
- Number of synthesized flops with an enable pin: about 130
- Worst min-delay path startpoint: rd_addr[0]
- Number of warnings issued by yosys: 1
- HPWL after detailed placement: 4890 um
- Data required time of the critical path: 2550 ps
- WHS Path Cells: 3
- Final Hold Viols: 0
- Buffer count from post-CTS setup fixing: 0
- Type of the worst setup path: input pin to register
- LEAKAGE: 2.25 nW
- Most common flop cell mapped by yosys: edfxtp_1
- Iteration-0 DRC Markers: 126
- TNS Setup: 0 ps
- Clock transition at the registers of the reported paths: about 60 ps
- Syn Area/Cell: roughly 25 um2
- Terminating pin of the worst hold path: rd_data[15]
- Commonest cells in the synthesized netlist: edfxtp_1, mux4_1, dfxtp_1, mux2_2, nor2_1
- Transition at the pin with the smallest max-transition slack: 325 ps
worst max-delay path by stage:
stage	end	slack, ps	cells after the start
after CTS	rd_data[10]	700	4
after global routing	rd_data[2]	660	4
final	rd_data[10]	710	4
cell type report:
class	count	area, um2
Sequential cell	144	4160
Timing Repair Buffer	50	505
Clock inverter	12	163
Clock buffer	23	512
Tap cell	225	282
Fill cell	1493	10500
Multi-Input combinational cell	61	1070
layer usage:
layer | track usage | vias up | share of wire
li1 | - | 1046 | -
met1 | 0.135 | 1126 | 0.36
met2 | 0.182 | 124 | 0.50
met3 | 0.0854 | 7 | 0.13
met4 | 0.0156 | 0 | 0.012
met5 | 0 | - | 0
power breakdown:
group / switching (W) / internal (W)
combinational: 0.000115 / 0.000177
sequential: 0.0000240 / 0.00283
clock: 0.00102 / 0.00186
total: 0.00115 / 0.00487
placed cells by master (no fill, tap or decap), drive strengths merged:
cell           instances
nand2b                 3
edfxtp               128
clkdlybuf4s50         38
mux4                  32
clkinvlp               2
dfxtp                 16
bufinv                 3
nor3                   2
mux2                  16
nand2                  2
clkinv                 7
nor2                   6
clkbuf                23
buf                   12
worst max-delay path, stage by stage:
cell and delay, ps:
clkdlybuf4s50_1 510, buf_12 220, mux4_1 330, mux2_2 280
sequential cells by signal (all words and copies together) (netlist names):
signal,count
mem,128
rd_data,16
metrics by stage:
step	setup slack (ps)	utilization	hold slack [ps]	power, W
floorplan	197	-	579	0.00303
global placement	463	0.350	645	0.00320
detailed placement	440	0.350	655	0.00321
CTS	705	0.389	802	0.00609
global route	663	0.389	827	0.00624
finish	713	0.389	797	0.00602
logic make-up (layout without fill, tap and decap cells):
group                  after synthesis  after routing  share of synthesized area
buffers and inverters                9             85                     0.0123
muxes                               48             48                      0.190
and+or+nand+nor                     13             13                     0.0111
DFF                                144            144                      0.787
Power is estimated from default activity; no workload was simulated.
